==> ./run.sh <==
#!/bin/bash
# OpenROAD 26Q1-2900-gdf79404cd8, Yosys 0.63+post, stock flow scripts
make -C /OpenROAD-flow-scripts/flow DESIGN_CONFIG=/design/flow/config.mk WORK_HOME=/design/flow/orfs finish
==> ./constraint.sdc <==
current_design spictrl

set clk_period 5.3
set clk_io_pct 0.2

create_clock -name clk0 -period $clk_period [get_ports {clk}]

set non_clock_inputs [all_inputs -no_clocks]
set_input_delay [expr $clk_period * $clk_io_pct] -clock clk0 $non_clock_inputs
set_output_delay [expr $clk_period * $clk_io_pct] -clock clk0 [all_outputs]
==> ./config.mk <==
export PLATFORM = sky130hd
export DESIGN_NAME = spictrl
export DESIGN_NICKNAME = spictrl
export VERILOG_FILES = /design/flow/design.v
export SDC_FILE = /design/flow/constraint.sdc
export NUM_CORES = 4
export LEC_CHECK = 1
export CORE_AREA = 10 10 110 110
export DIE_AREA = 0 0 120 120
==> ./design.v <==
module spictrl (
    input wire rst,
    input wire clk,
    input  wire [7:0] txdata,
    input  wire       txstart,
    output wire [7:0] rxdata,
    output wire       busy,
    input wire slow,
    output wire spi_sck,
    output wire spi_mosi,
    input  wire spi_miso
);
  reg [3:0] bitcnt_r;
  assign busy = (bitcnt_r != 'd0);
  reg [7:0] tx_shift_r, rx_shift_r;
  assign spi_mosi = tx_shift_r[7];
  assign rxdata   = rx_shift_r;
  reg [4:0] div_cnt_r;
  always @(posedge clk) begin
    if (rst) begin
      div_cnt_r <= 0;
    end else begin
      div_cnt_r <= div_cnt_r + 5'd1;
    end
  end
  wire clk_pulse = slow ? (div_cnt_r == 'd31) : 1'b1;
  reg  clk_r;
  assign spi_sck = clk_r;
  always @(posedge clk) begin
    if (rst) begin
      tx_shift_r <= 0;
      rx_shift_r <= 0;
      bitcnt_r   <= 0;
      clk_r      <= 0;
    end else begin
      if (busy) begin
        if (clk_pulse) begin
          clk_r <= !clk_r;
          if (clk_r) begin
            tx_shift_r <= {tx_shift_r[6:0], 1'b0};
            bitcnt_r   <= bitcnt_r - 4'd1;
          end else begin
            rx_shift_r <= {rx_shift_r[6:0], spi_miso};
          end
        end
      end else begin
        if (txstart) begin
          tx_shift_r <= txdata;
          bitcnt_r   <= 4'd8;
        end
      end
    end
  end
endmodule
==> Changelog: implementation <==
### Metrics

- Critical-path top delay cell: or4b_4
- Number of port buffers: 23
- Crit path max fanout: 17
- Max Used Layer: met4
- Io pins: 24
- # Post-CTS Setup Buffers: 0
- CTS buffer count: 3
- Main logic family: simple AND/OR/NAND/NOR gates
- Synth mux share: 0.136
- CORE AREA: 9770 um2
- Crit path cell chain: clkdlybuf4s50_1, or4b_4, o32ai_4, nand4b_1, and3b_1
- Synth top cell by count: dfxtp_1
- Status: finished clean
- Clock Path Buffers: 2
- Setup TNS: 0 ps
- Routed met1 length: 1010 um
- Worst setup EP type: flip-flop
- Post-DR wirelength/cell: 9.05 um
- Antenna-violating nets left: 0
- PwrDens: 377 nW/um2
- Post-CTS Resized: 0
- Compound Share, Synth: 0.126
- CTS Hold Bufs: 0
- TritonCTS clock tree: built
- Vias in the first global route: 838
- Internal: between 0.3 and 0.4 mW
- Via count: about 800
- Drt first pass iters: 3
- Grt total ovfl: 0
- Final GP Congestion: 0.735
- Worst hold path cell count: 2
- Clock-pin slew on the worst setup and hold paths: 90 ps
- Crit-path max cell delay: 490 ps
- Yosys warning tally: 1
- Wirelength, routed: 2380 um
- Chip area: 14,400 um2
- Hpwl dp: 1830 um
- Met2 WL: between 1000 and 1500 um
- Sw Share: 0.312
- Logic gate share of total power: 0.349
- Sequential power share: 0.435
- GRT Util Overall: 0.0336
- Top cells, area: dfxtp_1 47%, mux2i_1 14%, nor2_1 6.8%, a211oi_1 3.4%, o32ai_4 2.5%
- Max-area cell share: 0.472
- Die height: 120 um
- # Cells Yosys: 106
- RSZ-0062 raised after global routing: no
- Post-Synth Simple-Gate Area: 0.174
- Switching pwr: 0.181 mW
- Clk latency of the worst-skew pair: 270 ps
- Post-synth top area cell: dfxtp_1
- Count of library flops with an enable pin: 0
- Share of cells above drive strength 1: 0.100
- Rows: 36
- Setup ws final: roughly 2600 ps
- Finished Layout Cells: approximately 260
- Post-synthesis cell type count: 29
- # clock sinks: 26
- Fillcell total: between 1k and 1.5k
- Root buffer selected by CTS: clkbuf_8
- Largest net degree at the start of global routing: 27
- Min cycle time layout: 2660 ps
- Tightest Pin Transition: around 680 ps
- Floorplan Utilization: 0.113
- Critical Path Start Type: input pin
- Clk pwr share: 0.216
- Post-route DRC violation count: 0
- Fmax achieved: between 300 and 400 MHz
- Synth cell count leaders: 26 x dfxtp_1, 20 x nor2_1, 15 x mux2i_1
- Critical Path AT: roughly 2800 ps
- Slew Limit Fails: 0
- Yosys xor share: 0.0238
- First-pass GRT wire length: 4130 um
- Avg Cell Area, Syn: 10.4 um2
- Max_cap viols: 0
- Rel. slew slack: 0.546
- Hold Crit Class: flip-flop to flip-flop
- Final clock skew: 5.21 ps
- Main flop type: dfxtp_1
- Iteration-0 DRC Markers: 40
- Synthesis area per yosys: 1100 um2
- Final setup violation count: 0
- CP required: 5470 ps
- Mapped cell area: 1100 um2
- Setup WS pre-CTS: 2350 ps
- Final period utilization: 0.502
- DP Cell Count: ~260
- Critical path type: input pin to flip-flop
- Number of diodes: 0
- Post-synth ARST share: 0
- Die width: 120 um
- Seq cells post-synth: 26
- Max VDD drop: 0.0674 mV
- Met3 wire length: 62 um
- Tool warnings: 25
- Leakage power: 0.546 nW
- Synth Seq Share: 0.472
- R2R cell count: 7
- Initial antenna violation count: 0
- Cells after synthesis: 106
- Adder Area Share: 0.0227
- Final Hold Viols: 0
- Via density: 3.12
- H-tree depth: 1
- Area delta synth->final: 39.5%
cell type report:
cell class / instances / area [um2] / area share
multi-input combinational: 71 / 532 / 0.346
sequential: 26 / 520 / 0.338
timing repair buffer: 26 / 253 / 0.164
tap: 133 / 166 / 0.108
clock buffer: 4 / 55.1 / 0.0358
inverter: 3 / 11.3 / 0.00732
logic make-up after synthesis:
family / after synthesis
DFF: 26
AOI/OAI and AO/OA: 16
muxes: 15
adders and majority gates: 2
and+or+nand+nor: 35
buffers and inverters: 9
xor gates and xnor gates: 3
worst paths after layout:
check           startpoint            end  slack [ps]
max                txstart    bitcnt_r[3]        2640
min          tx_shift_r[0]  tx_shift_r[0]         460
min reg2reg  tx_shift_r[0]  tx_shift_r[0]         460
max reg2reg   div_cnt_r[0]    bitcnt_r[3]        3250
through the flow:
| stage | total power, mW | util | cell area (um2) | hold WS, ps |
|---|---|---|---|---|
| after floorplan | 0.409 | - | 1100 | 418 |
| after detailed placement | 0.462 | 0.152 | 1480 | 441 |
| after global routing | 0.626 | 0.157 | 1540 | 508 |
| after global placement | 0.459 | 0.152 | 1480 | 429 |
| after CTS | 0.589 | 0.157 | 1540 | 464 |
| final | 0.580 | 0.157 | 1540 | 458 |
state kept, by name, summed over array words and instances, names as in the netlist:
signal      flops
rx_shift_r      8
div_cnt_r       5
clk_r           1
tx_shift_r      8
bitcnt_r        4
power groups by stage:
stage | Sequential [mW] | Combinational (mW) | Clock, mW
after CTS | 0.252 | 0.206 | 0.131
after global routing | 0.258 | 0.226 | 0.142
final | 0.252 | 0.202 | 0.126
worst max-delay path: cells and delay by family:
kind | cells | cell delay, ps
AND/OR/NAND/NOR | 3 | 890
buffers and inverters | 1 | 470
AND-OR/OR-AND | 1 | 410
placed cells by master, fill, tap and decap left out:
cell and n:
nand3b_1 1, clkbuf_8 4, o32ai_4 1, mux2i_1 15, clkdlybuf4s50_1 23, nor3_1 2
nand2_1 1, or4b_4 1, a211oi_2 2, and3b_1 1, xor2_1 1, a211oi_1 5
dfxtp_1 26, or2b_1 1, nand3_1 2, ha_1 2, o31ai_1 1, buf_4 3
inv_1 3, nor4_4 1, nor2_1 20, o21ai_0 2, o32a_2 1, and3_1 1
nor2b_1 3, nand4b_1 1, a21oi_1 4, xnor2_1 2
metal layers:
layer  global-route usage  vias up
met1               0.0410      395
met2               0.0591        6
li1                     -      417
met3              0.00619        2
met4              0.00905        0
met5                    0        -
No activity file was given, so power comes from the tool's default toggle rates.
